`constraint.sdc`:
```
current_design adr_gen_sequential

set clk_period 3.4
set clk_io_pct 0.2

create_clock -name clk0 -period $clk_period [get_ports {clk}]

set non_clock_inputs [all_inputs -no_clocks]
set_input_delay [expr $clk_period * $clk_io_pct] -clock clk0 $non_clock_inputs
set_output_delay [expr $clk_period * $clk_io_pct] -clock clk0 [all_outputs]
```
`run.sh`:
```
#!/bin/bash
# OpenROAD 26Q1-2900-gdf79404cd8, Yosys 0.63+post, stock flow scripts
make -C /OpenROAD-flow-scripts/flow DESIGN_CONFIG=/design/flow/config.mk WORK_HOME=/design/flow/orfs finish
```
`design.v`:
```
module adr_gen_sequential
#( 
  parameter BANK_ADDR_WIDTH = 32
)(
  input clk,
  input rst_n,
  input adr_en,
  output [BANK_ADDR_WIDTH - 1 : 0] adr,
  input config_en,
  input [BANK_ADDR_WIDTH - 1 : 0] config_data
);
  reg [BANK_ADDR_WIDTH - 1 : 0] config_block_max;
  reg [BANK_ADDR_WIDTH-1:0] adr_curr_r;
  assign adr = adr_curr_r;
  always_ff @(posedge clk) begin
    if (!rst_n) begin
      config_block_max <= 'b0;
      adr_curr_r <= 'b0;
    end else begin
      if (config_en) begin
        config_block_max <= config_data;
        adr_curr_r <= 'b0;
      end else if (adr_en) begin
        if (adr_curr_r == config_block_max)
          adr_curr_r <= 'b0;
        else
          adr_curr_r <= adr_curr_r + 'b1;
      end
    end
  end
endmodule
```
`config.mk`:
```
export PLATFORM = sky130hd
export DESIGN_NAME = adr_gen_sequential
export DESIGN_NICKNAME = adr_gen_sequential
export VERILOG_FILES = /design/flow/design.v
export SDC_FILE = /design/flow/constraint.sdc
export NUM_CORES = 4
export LEC_CHECK = 1
export CORE_UTILIZATION = 30
```
==> job_summary.md <==
## Implementation flow summary

| Metric | Value |
|---|---|
| CP endpoint kind | `flop` |
| Io pins | `68` |
| Critical Path Fanout Max | `14` |
| Detailed-route wire length per cell | `14.3 um` |
| Clk ins delay skew pair | `0.34 ns` |
| WHS | `0.533 ns` |
| Yosys stat area | `3080 um2` |
| N_diodes | `0` |
| H-tree levels | `3` |
| Vias | `2305` |
| GPL Wtd Cong | `0.818` |
| Worst-margin pin slew | `0.799 ns` |
| Start of the worst register-to-register path | `adr_curr_r[0]` |
| Clock tree from TritonCTS | `built` |
| DRT iter0 DRCs | `96` |
| Crit path cell chain | `xor2_1 > nor4_1 > nand4_1 > o311ai_4 > buf_4 > nor2_2` |
| Global-route wire length before repair | `11800 um` |
| Worst Skew | `0.00710 ns` |
| Yosys stat cell total | `315` |
| Syn Area/Cell | `9.78 um2` |
| Cells after Synth | `315` |
| Final Critical Period | `2.66 ns` |
| Worst-path clk slew | `0.07 ns` |
| Distinct cells, synth | `27` |
| Tcrit/Tclk final | `0.781` |
| Max incr delay on CP | `0.68 ns` |
| Final hold violation count | `0` |
| Critical Path RT | `3.63 ns` |
| Synth flops | `64` |
| Layout area overhead | `34.2%` |
| Initial core utilization | `0.312` |
| Antenna violations before repair | `0` |
| Worst EP arrival | `2.88 ns` |
| Pre-CTS setup slack | `0.429 ns` |
| Outcome | `finished, final reports clean` |
| Startpoint types | `flop` |
| Crit path kind | `flop to flop` |
| # resized after CTS | `0` |
| Final global-route overflow total | `0` |
| Final setup viols | `0` |
| RSZ-0062 raised after global routing | `false` |
| Ys Warns | `1` |
| Hold Path End | `config_block_max[0]` |
| Cell depth of the worst hold path | `2` |
| Synth area leader | `dfxtp_1` |
| Total routed wirelength | `7400 um` |
| GR Util All Layers | `0.150` |
| Final ANT Viol Nets | `0` |
| Post-DP HPWL | `5430 um` |
| FF-to-FF path depth | `6` |
| # DRC | `0` |
| CTS max path bufs | `2` |
| Slowest stage cell on the critical path | `o311ai_4` |
| Power per cell area | `424 nW/um2` |
| Post-Layout Cell Count | `519` |
| Worst Slack Setup Final | `0.744 ns` |
| Max cap viols | `0` |
| Hold-fix buffers, CTS | `0` |
| Slew headroom | `0.466` |
| Post-CTS Setup Bufs | `0` |
| CP delay by family, top | `simple AND/OR/NAND/NOR gates` |
| Util after Layout | `0.419` |
| Tool warnings | `25` |
| Placed instance count | `503` |
| Largest type area fraction | `0.416` |
| Root buffer cell | `clkbuf_8` |
| RR Endpoint | `adr_curr_r[31]` |
| Height of the die | `103 um` |
| Hold/Removal Path Class | `flop to flop` |
| Largest net degree at the start of global routing | `34` |
| I/O Buffers | `67` |
| Layout cell share with drive strength beyond 1 | `0.119` |
| Detailed Routing Iterations Pass 1 | `4` |
| Final slew viol count | `0` |
| Static Leak | `1.58 nW` |
| Row count | `36` |
| Worst Min Path Start | `config_block_max[0]` |
| Vias per Instance | `4.44` |
| Vias in the first global route | `2282` |
| Top cells, area | `dfxtp_1 (42%), mux2i_1 (11%), xor2_1 (11%), xnor2_1 (7.4%), nor2b_1 (6.5%)` |
| Sink Count | `64` |
| TritonCTS Buffers | `9` |
| Die width | `103 um` |
| Syn Std Cell Area | `3080 um2` |
| Chip Area | `10700 um2` |
| Post-route setup TNS | `0 ns` |
| CP Buf/Inv Count | `1` |
| Peak supply drop | `0.224 mV` |
| Register area share after synthesis | `0.416` |
| Core area | `9860 um2` |
| Highest Clock Rate | `0.377 GHz` |
| Setup slack, reg-to-reg | `0.74 ns` |
[routing by layer]
layer  routed length (um)  GRT usage
met4                  102     0.0195
met5                    0          0
met1                 3750      0.228
met2                 3110      0.225
met3                  441     0.0376
[stage by stage]
stage / power [W] / instance area (um2)
final: 0.00175 / 4130
after detailed placement: 0.000955 / 3880
after CTS: 0.00177 / 4130
after global placement: 0.000954 / 3880
after global routing: 0.00182 / 4130
after floorplan: 0.000882 / 3080
[Yosys cell counts, drive strengths merged]
cell and number:
o311ai 1, nand3 9, and3 1, or4 1, xor2 37, nand4 8
xnor2 26, buf 10, nor2 41, clkbuf 6, dfxtp 64, inv 7
nor2b 32, or4b 1, or2 1, nor3 5, mux2i 33, nand2 10
and4 4, ha 1, nor4 17
[cells by family after synthesis]
kind of cell | synth area share
AND-OR/OR-AND | 0.00284
buffers and inverters | 0.0349
adder cells (fa/ha/maj) | 0.00406
multiplexers | 0.107
flip-flops | 0.416
XOR/XNOR | 0.179
AND/OR/NAND/NOR | 0.256
[registers in the layout (all words and copies together), names as in the netlist]
signal,flops
adr_curr_r,32
config_block_max,32
[how the worst max path moves through the flow]
| stage | startpoint | end | slack [ns] | depth (start not counted) |
|---|---|---|---|---|
| CTS | adr_curr_r[0] | adr_curr_r[31] | 0.76 | 6 |
| global route | adr_en | adr_curr_r[26] | 0.65 | 6 |
| finish | adr_curr_r[0] | adr_curr_r[31] | 0.74 | 6 |
[report_power, final]
| group | switching, W | internal [W] |
|---|---|---|
| Sequential | 0.0000174 | 0.000773 |
| Combinational | 0.0000620 | 0.0000837 |
| Clock | 0.000291 | 0.000526 |
| Total | 0.000371 | 0.00138 |
[area by class of cell]
type	instances	area, um2
clock buffers	11	151
clock inverters	5	103
fillers	926	5730
inverters	7	26.3
multi-input cells	228	1710
flip-flops and latches	64	1280
well taps	133	166
repair buffers	71	696
[layout by cell type (no fill, tap or decap), drive strengths merged]
cell,count
dfxtp,64
clkinv,1
or2,1
nor3,5
nand2,10
bufinv,3
or4,1
nand3,9
xnor2,26
nor2,41
ha,1
clkinvlp,1
xor2,37
and4,4
clkbuf,11
clkdlybuf4s50,66
or4b,1
o311ai,1
nor2b,32
nor4,17
and3,1
inv,7
nand4,8
buf,5
mux2i,33
[worst register-to-register path: cells and delay by family, from the launching register on]
kind / cells / cell delay [ns]
AND/OR/NAND/NOR: 3 / 0.88
buffers and inverters: 1 / 0.33
flip-flops: 1 / 0.49
XOR/XNOR: 1 / 0.16
AND-OR/OR-AND: 1 / 0.68
No activity file was given, so power comes from the tool's default toggle rates.
