==> design/flow/design.v <==
module ifmap_radr_gen
#( 
  parameter BANK_ADDR_WIDTH = 8
)(
  input clk,
  input rst_n,
  input adr_en,
  output [BANK_ADDR_WIDTH - 1 : 0] adr,
  input config_en,
  input [BANK_ADDR_WIDTH*8 - 1 : 0] config_data
);
  reg [BANK_ADDR_WIDTH - 1 : 0] config_OX0, config_OY0, config_FX, config_FY, 
    config_STRIDE, config_IX0, config_IY0, config_IC1;
  always @ (posedge clk) begin
    if (rst_n) begin
      if (config_en) begin
        {config_OX0, config_OY0, config_FX, config_FY, config_STRIDE, 
         config_IX0, config_IY0, config_IC1} <= config_data; 
      end
    end else begin
      {config_OX0, config_OY0, config_FX, config_FY, config_STRIDE, 
       config_IX0, config_IY0, config_IC1} <= 0;
    end
  end
  reg [BANK_ADDR_WIDTH-1:0] ox0_r;
  reg [BANK_ADDR_WIDTH-1:0] oy0_r;
  reg [BANK_ADDR_WIDTH-1:0] fx_r;
  reg [BANK_ADDR_WIDTH-1:0] fy_r;
  reg [BANK_ADDR_WIDTH-1:0] ic1_r;
  wire row_complete;
  wire col_complete;
  wire fx_complete;
  wire fy_complete;
  wire ic1_complete;
  assign row_complete = (ox0_r + config_FX) == config_IX0;
  assign col_complete = ((oy0_r + config_FY) == config_IY0) && row_complete;
  assign fx_complete = (fx_r + 1 == config_FX) && col_complete;
  assign fy_complete = (fy_r + 1 == config_FY) && fx_complete;
  assign ic1_complete = (ic1_r + 1 == config_IC1) && fy_complete;
  assign adr = ox0_r + fx_r + (oy0_r + fy_r) * config_IX0 + config_IX0 * config_IX0 * ic1_r;
  always_ff @(posedge clk) begin
    if (rst_n) begin
      if (adr_en) begin
      if (row_complete) begin
        ox0_r <= 0;
        oy0_r <= oy0_r + config_STRIDE;
      end else begin
        ox0_r <= ox0_r + config_STRIDE;
      end
      if (col_complete) begin
        oy0_r <= 0;
        fx_r <= fx_r + 1;
      end
      if (fx_complete) begin
        fx_r <= 0;
        fy_r <= fy_r + 1;
      end
      if (fy_complete) begin
        fy_r <= 0;
        ic1_r <= ic1_r + 1;
      end
      if (ic1_complete) begin
        ic1_r <= 0;
      end
      end
    end else begin
      ox0_r <= 0;
      oy0_r <= 0;
      fx_r <= 0;
      fy_r <= 0;
      ic1_r <= 0;
    end
  end
endmodule
==> design/flow/run.sh <==
#!/bin/bash
# OpenROAD 26Q1-2900-gdf79404cd8, Yosys 0.63+post, stock flow scripts
make -C /OpenROAD-flow-scripts/flow DESIGN_CONFIG=/design/flow/config.mk WORK_HOME=/design/flow/orfs finish
==> design/flow/config.mk <==
export PLATFORM = sky130hd
export DESIGN_NAME = ifmap_radr_gen
export DESIGN_NICKNAME = ifmap_radr_gen
export VERILOG_FILES = /design/flow/design.v
export SDC_FILE = /design/flow/constraint.sdc
export NUM_CORES = 4
export LEC_CHECK = 1
export CORE_UTILIZATION = 40
==> design/flow/constraint.sdc <==
current_design ifmap_radr_gen

set clk_period 8.8
set clk_io_pct 0.2

create_clock -name clk0 -period $clk_period [get_ports {clk}]

set non_clock_inputs [all_inputs -no_clocks]
set_input_delay [expr $clk_period * $clk_io_pct] -clock clk0 $non_clock_inputs
set_output_delay [expr $clk_period * $clk_io_pct] -clock clk0 [all_outputs]
==> flow_summary_export.csv <==
group,metric,value,unit
min_path,hp-class,"flop to flop",
layout,lay_top_cells,"xnor2_1, ha_1, dfxtp_1, nor2_1, inv_1",
die,ios,76,
cts,cts_tree,"built",
die,coreArea,0.02036,sq mm
layout,area_delta_synth_final,17.16,%
yosys,synthTopCellsByArea,"dfxtp_1, ha_1, fa_1, xnor2_1, mux2i_1",
global_route,grt_overflow,0,
drt,antenna_left,0,
setup_path,r2r_slack,5.06,ns
final_timing,finalHoldViolations,0,
place,place_congestion,0.8569,
setup_path,crit_slowest_cell,"fa_1",
global_route,use_met3,2.898,%
die,rows,52,
cts,cts_max_path_buffers,2,
power_and_ir_drop,vdd_drop_max,0.1179,mV
cts,clk_latency,0.36,ns
die,chipArea,0.02148,sq mm
global_route,grtUsageMet2,30.05,%
setup_path,r2r_end,"oy0_r[4]",
cts,htreeDepth,3,
die,initial_core_util,41.04,%
yosys,ys_chip_area,0.008358,sq mm
setup_path,rr_startpoint,"ox0_r[0]",
yosys,ys_cells,935,
place,io_buffers,59,
final_timing,whs,0.5170,ns
drt,drt-pass1-iter-count,5,
drt,first_iter_violations,298,
setup_path,slowest_delay,0.57,ns
drt,routed_wl,19340,microns
power_and_ir_drop,power-per-cell-area,109.3,mW/mm^2
min_path,worstHoldEndpoint,"config_IY0[2]",
yosys,synth_area,0.008358,sq mm
die,dieHeight,146.6,microns
layout,fillers,1856,
power_and_ir_drop,leakage,0.004562,uW
yosys,synth-edff-count,0,
final_timing,setup-violations-final,1,
setup_path,crit_type,"flop to output pin",
global_route,grt_max_degree,67,
final_timing,fin_ws,-0.2580,ns
die,die_x,146.6,microns
drt,vias_per_cell,5.072,
cts,cts-root-buf,"clkbuf_16",
layout,fin_util,48.08,%
setup_path,cp_data_required_time,7.04,ns
cts,numCtsBuffers,9,
yosys,synthCells,935,
job,warnings,43,
layout,drive_above_1_share,8.317,%
global_route,grt_pass1_wl,32180,microns
final_timing,max_freq,110.4,MHz
drt,avgRoutedWirePerCell,15.25,microns
layout,seq_area,0.001763,sq mm
setup_path,start_kind,"flop",
cts,cts.sinks,88,
cts,clk_pin_slew,0.07,ns
setup_path,ff2ff_path_depth,8,
final_timing,maxSlewHeadroom,45.80,%
final_timing,tightestPinTransition,0.8130,ns
drt,antenna-diode-count,0,
layout,stdcell_count,1268,
yosys,yosysTopAreaCell,"dfxtp_1",
final_timing,rsz0062_at_grt,"yes",
global_route,track_usage,19.36,%
setup_path,crit_fanout,2,
setup_path,cp_common_cell,"fa_1",
setup_path,arrival,7.30,ns
global_route,grt_pass1_vias,6198,
yosys,synth-warning-count,1,
place,hpwl,14730,microns
yosys,synthArstFlopShare,0,%
drt,via_count,6431,
min_path,worstHoldStart,"config_IY0[2]",
yosys,synthFlopType,"dfxtp_1",
final_timing,period_used_share,102.9,%
final_timing,finalMaxSlewViolations,0,
yosys,synth_flops,88,
min_path,hold_depth,2,
global_route,grt_use_met1,30.16,%
final_timing,fin_crit,9.058,ns
yosys,ys_seq_share,21.08,%
drt,drcViolationCount,0,
global_route,top_usage_layer,"met1",
cts,post_cts_buffers,0,
status,violations,"setup timing",
yosys,synth.distinct_cells,61,
yosys,top_area_share,21.08,%
place,dp_cells,1252,
yosys,syn_avg_cell_area,8.939,sq um
status,status,"finished with violations",
global_route,antenna_found_initial,0,
final_timing,skew,0.01018,ns
layout,logic_area,0.006289,sq mm
setup_path,end_kind,"output pin",
job,maxCapViolations,0,
layout,final_common_cell,"xnor2_1",
sequential cells by signal, indices dropped and copies added, names as in the netlist:
name	cells
ic1_r	8
config_IC1	8
oy0_r	8
config_IX0	8
config_STRIDE	8
ox0_r	8
fx_r	8
fy_r	8
config_IY0	8
config_FY	8
config_FX	8
report_power, final:
group / internal [uW] / leakage, uW / switching, uW / total [uW]
Combinational: 102 / 0.00368 / 101 / 203
Sequential: 414 / 0.000720 / 20.5 / 435
Clock: 253 / 0.000162 / 179 / 432
metrics by stage:
| step | total power [uW] | cell area [sq um] | worst slack [ns] | setup TNS (ns) |
|---|---|---|---|---|
| final | 1070 | 9792 | -0.2580 | -0.2580 |
| after global routing | 1121 | 9792 | -0.5192 | -0.5192 |
| after CTS | 1079 | 9739 | -0.3444 | -0.3444 |
| after detailed placement | 643.4 | 9333 | -0.6386 | -0.6386 |
| after global placement | 641.9 | 9333 | -0.5847 | -0.5847 |
| after floorplan | 570.0 | 8362 | 0.01721 | 0 |
timing repair:
item / CTS / global route
setup endpoints to repair: 2 / 2
hold buffers: 0 / 0
gates resized: 18 / 8
pin swaps: 18 / 3
critical path, delay by kind of cell, from the launching register on:
family	cells	cell delay, ns
adder cells (fa/ha/maj)	11	4.12
XOR/XNOR	10	1.74
buffers and inverters	5	0.35
AND/OR/NAND/NOR	2	0.33
flip-flops	1	0.32
AND-OR/OR-AND	1	0.12
cell type report:
| class | count | area share (%) |
|---|---|---|
| clock buffer | 9 | 2.300 |
| clock inverter | 7 | 1.048 |
| inverter | 67 | 2.568 |
| multi-input combinational | 736 | 64.22 |
| sequential | 88 | 18.00 |
| tap | 270 | 3.450 |
| timing repair buffer | 91 | 8.408 |
worst max-delay path by stage:
stage              from  endpoint  slack, ns  cells past startpoint
6_report  config_IX0[4]    adr[7]      -0.26                     29
4_1_cts   config_IX0[4]    adr[7]      -0.34                     29
5_1_grt   config_IX0[4]    adr[7]      -0.52                     29
routing by layer:
layer	up-vias	wire length [microns]	share of wire, %
li1	3290	-	-
met1	2983	9545	49
met2	142	8687	45
met3	16	866	4.5
met4	0	242	1.3
met5	-	0	0
cells by family after synthesis:
logic type	synth area share [%]
AOI/OAI and AO/OA	10.07
xor gates and xnor gates	13.53
adders and majority gates	25.12
buffers and inverters	5.270
DFF	21.08
muxes	6.722
and+or+nand+nor	18.20
synth_stat cells, types with 4 or more instances:
library cell and number:
a22o_1 5, and3b_1 4, or3_1 8, mux2i_1 55
xor2_1 30, and3_1 10, dfxtp_1 88, nand3_1 16
nor2_1 75, o32ai_1 5, ha_1 91, nand2b_1 6
inv_1 67, o21bai_1 6, a31oi_1 6, o21ai_0 17
fa_1 48, nor2b_1 5, and2_1 54, clkbuf_1 35
nand3b_1 11, o22ai_1 11, nor4_1 7, buf_2 4
xnor2_1 94, nand2_1 55, a21o_1 15, a21oi_1 40
nand4_1 5, nor3_1 18
Power figures rest on the tool's default switching activity, not on a simulated workload.
