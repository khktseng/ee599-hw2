==> flow/design.v <==
module multiplier
#(
  parameter A_WIDTH = 16,
  parameter B_WIDTH = 16,
  parameter P_WIDTH = 32
)(
  input signed [A_WIDTH-1:0] a,
  input signed [B_WIDTH-1:0] b,
  output signed [P_WIDTH-1:0] p
);
  assign p = a * b;
endmodule
module adder
#(
  parameter A_WIDTH = 32,
  parameter B_WIDTH = 32,
  parameter S_WIDTH = 32
)(
  input signed [A_WIDTH-1:0] a,
  input signed [B_WIDTH-1:0] b,
  output signed [S_WIDTH-1:0] s
);
  assign s = a + b;
endmodule
module mac
#(
  parameter IFMAP_WIDTH = 16,
  parameter WEIGHT_WIDTH = 16,
  parameter OFMAP_WIDTH = 32
)(
  input clk,
  input rst_n,
  input en,
  input weight_wen,
  input signed [IFMAP_WIDTH - 1 : 0] ifmap_in,
  input signed [WEIGHT_WIDTH - 1 : 0] weight_in,
  input signed [OFMAP_WIDTH - 1 : 0] ofmap_in,
  output signed [IFMAP_WIDTH - 1 : 0] ifmap_out,
  output signed [OFMAP_WIDTH - 1 : 0] ofmap_out
);
  reg signed [WEIGHT_WIDTH - 1 : 0] weight_r;
  reg signed [IFMAP_WIDTH - 1 : 0] ifmap_r;
  reg signed [OFMAP_WIDTH - 1 : 0] ofmap_r;
  wire signed [OFMAP_WIDTH-1:0] prd;
  wire signed [OFMAP_WIDTH-1:0] accum;
  multiplier #(IFMAP_WIDTH, WEIGHT_WIDTH, OFMAP_WIDTH) mul
  (
    .a (ifmap_in),
    .b (weight_r),
    .p (prd)
  );
  adder #(OFMAP_WIDTH, OFMAP_WIDTH, OFMAP_WIDTH) add
  (
    .a (prd),
    .b (ofmap_in),
    .s (accum)
  );
  assign ifmap_out = ifmap_r;
  assign ofmap_out = ofmap_r;
  always_ff @(posedge clk) begin
    if (!rst_n) begin
      weight_r <= 0;
      ifmap_r <= 0;
      ofmap_r <= 0;
    end else begin
      if (en) begin
        ifmap_r <= ifmap_in;
        ofmap_r <= accum;
      end
      if (weight_wen) begin
        weight_r <= weight_in;
      end
    end
  end   
endmodule
==> flow/run.sh <==
#!/bin/bash
# OpenROAD 26Q1-2900-gdf79404cd8, Yosys 0.63+post, stock flow scripts
make -C /OpenROAD-flow-scripts/flow DESIGN_CONFIG=/design/flow/config.mk WORK_HOME=/design/flow/orfs finish
==> flow/config.mk <==
export PLATFORM = sky130hd
export DESIGN_NAME = mac
export DESIGN_NICKNAME = mac
export VERILOG_FILES = /design/flow/design.v
export SDC_FILE = /design/flow/constraint.sdc
export NUM_CORES = 4
export LEC_CHECK = 1
export CORE_UTILIZATION = 50
==> flow/constraint.sdc <==
current_design mac

set clk_period 18.5
set clk_io_pct 0.2

create_clock -name clk0 -period $clk_period [get_ports {clk}]

set non_clock_inputs [all_inputs -no_clocks]
set_input_delay [expr $clk_period * $clk_io_pct] -clock clk0 $non_clock_inputs
set_output_delay [expr $clk_period * $clk_io_pct] -clock clk0 [all_outputs]
==> notes.md <==
run metrics: layout cell share with drive strength beyond 1=0.0296, final setup TNS=0 ps, cycle use final=0.550, clock root buffer=clkbuf_16, ANT cells=0, CP most frequent cell=fa_1, status=finished, final reports clean, Gate power share=0.813, global-route wire length before repair=roughly 54000 µm, IO Port Bufs=around 120, clock buffer count from CTS=9, crit path DRT=around 19000 ps, setup bufs post-CTS=0, P&R area growth vs syn=14.0%, CP Capture Type=flop, crit path capture=ofmap_r[31], CP cell instances=clkdlybuf4s50_1 -> nand2_1 -> inv_1 -> fa_1 -> inv_1 -> fa_1 -> inv_1 -> fa_1 -> fa_1 -> fa_1 -> inv_1 -> fa_1 -> inv_1 -> ha_1 -> a21oi_1 -> o21ai_0 -> a21o_1 -> o21ai_0 -> a21oi_1 -> o2111a_1 -> nor4_1, clk ins delay skew pair=between 300 and 400 ps, num rows=between 50 and 60, ys async rst share=0, width of the die=about 160 µm, fill count=~2300, Switching Share=0.515, Worst IR Drop VDD=between 0.15 and 0.2 mV, FMAX=between 0.09 and 0.1 GHz, Avg WL per Cell=roughly 18 µm, crit-path max FO=17, Mapped Cells=1417, post-CTS sizing=0, Slew HR=0.454, Clock power frac=0.092, CTS Buffer Depth=2, gr usage total=0.288, Layout Cells excl Fill=between 1500 and 2000, placed insts=between 1500 and 2000, yosys cell count=~1400, worst min-delay path category=reg -> reg, vias in the first global route=approximately 10000, Worst Path Buf+Inv=6, DP Area=around 15000 µm², TritonCTS clock tree=done, Unique cell types=between 40 and 50, Worst Path Arrival=~10000 ps, DRT iter0 DRCs=between 300 and 400, FF-to-FF path depth=21, busiest grt layer=met2, R2R setup slack=11850 ps, DR vias=~9400, Flop pwr share=0.095, synth top area cells=fa_1, inv_1, dfxtp_1, Worst path top cell family by delay=adder cells, RR Endpoint=ofmap_r[31], Die Y=around 160 µm, final wirelength=between 30000 and 40000 µm, antenna violations before repair=0, pin count of the biggest net entering global routing=55, met1 GRT Util=0.414, GPL Wtd Cong=~0.90, crit-path max cell delay=about 740 ps, htree depth=3, Yosys chip area=13100 µm², Area leader share=0.447, unrepaired setup endpoints after global routing=false, core area=roughly 25000 µm², total die size=between 20000 and 30000 µm², Net Sw Power=~1 mW, WP depth=21, internal power=around 940 µW, clk sinks=~64, drt first pass iters=5, clock-pin slew of the registers on the worst-case setup and hold paths=roughly 60 ps, Pwr per Cell Area=roughly 130 nW/µm², Final min period=around 10000 ps, Post-DP HPWL=around 27000 µm, Worst setup startpoint=ifmap_in[15], Slew Viols, Final=0, Main synth FF type=dfxtp_1, Hold WS=~470 ps, Worst Tran Pin Value=between 800 and 900 ps, Setup violations, final=0, Init Core Util=0.515, tool warnings=25, CTS Hold Bufs=0, io pins=116, Mapped Area=13100 µm², grt met2 use=0.444, reg2reg start=weight_r[2], Worst Skew=9.17 ps, via density per instance=approximately 5.1, synthesis-stage register bit count=roughly 64, Max-Cap Viols=0, Final ANT Viol Nets=0, CP Launch Type=primary input, GR Util met3=0.117, GR Overflow Total=0, Ys Warns=1, WS Path Type=in -> reg, Post-synth EDFFs=0, residual DRC count=0, Finished Cell Area=14900 µm², Max stage delay cell, worst path=clkdlybuf4s50_1, Leakage=about 7.5 nW, Hold Fails Final Rpt=0, Syn Area/Cell=about 9.2 µm², Synth area leader=fa_1, Post-synth seq share=0.0980
through the flow:
step / util / worst slack [ps] / power, mW
final: 0.587 / 8330 / 1.95
after global routing: 0.587 / 7830 / 2.17
after CTS: 0.587 / 8280 / 1.97
after detailed placement: 0.576 / 7970 / 1.78
after global placement: 0.576 / 8110 / 1.78
after floorplan: - / 9190 / 1.32
per-layer routing:
layer	wire length (µm)	vias to the layer above
met5	0	-
met1	13200	4597
met4	551	0
li1	-	4395
met3	3120	39
met2	16100	352
placed cells by master (no fill, tap or decap), types with 2 or more instances in the layout:
cell type | synthesis | layout
o31ai_1 | 3 | 3
clkinv_2 | 0 | 3
o21ai_1 | 2 | 2
fa_1 | 292 | 292
nor3b_1 | 2 | 2
nand2_1 | 140 | 140
a21o_1 | 8 | 8
buf_4 | 0 | 24
clkdlybuf4s50_1 | 0 | 114
and3_1 | 3 | 3
nand2b_1 | 4 | 4
mux2i_1 | 44 | 44
o21a_1 | 6 | 6
clkbuf_16 | 0 | 9
xor2_1 | 6 | 6
nor2_1 | 82 | 82
dfxtp_1 | 64 | 64
and2_1 | 120 | 120
nor2b_1 | 5 | 5
a31oi_1 | 4 | 4
ha_1 | 98 | 98
a21oi_1 | 34 | 34
o21ai_0 | 21 | 21
xnor2_1 | 27 | 27
o2111a_1 | 2 | 2
inv_1 | 343 | 343
o21bai_1 | 2 | 2
a211oi_1 | 3 | 3
o211ai_1 | 6 | 6
nand3_1 | 16 | 16
or3_1 | 3 | 3
nor3_1 | 5 | 5
a211o_1 | 4 | 4
power by group through the flow:
stage	logic, mW	clock network [mW]	registers [mW]
4_1_cts	1.60	0.183	0.186
5_1_grt	1.80	0.188	0.188
6_report	1.58	0.179	0.185
synthesized netlist by cell type (6+ instances only):
master,instances
a21o_1,8
a21oi_1,34
and2_1,120
clkbuf_1,52
dfxtp_1,64
fa_1,292
ha_1,98
inv_1,343
mux2i_1,44
nand2_1,140
nand3_1,16
nor2_1,82
o211ai_1,6
o21a_1,6
o21ai_0,21
xnor2_1,27
xor2_1,6
flip-flops by register name, indices dropped and copies added (netlist names):
name,count
ofmap_r,32
ifmap_r,16
weight_r,16
worst min-delay path by stage:
stage	from	end	slack [ps]	cells after the start
4_1_cts	ofmap_r[23]	ofmap_r[23]	470	2
5_1_grt	ofmap_r[29]	ofmap_r[29]	490	2
6_report	ofmap_r[23]	ofmap_r[23]	470	2
cell type report:
type	count	area [µm²]	area share
flip-flops and latches	64	1280	0.0859
repair buffers	139	1330	0.0890
clock inverters	6	61.3	0.00411
multi-input cells	956	10300	0.691
inverters	345	1290	0.0869
well taps	330	413	0.0277
clock buffers	9	225	0.0151
logic make-up after synthesis:
group                    after synthesis  share of synthesized area
multiplexers                          44                     0.0337
XOR/XNOR                              33                     0.0221
adder cells (fa/ha/maj)              390                      0.541
AND/OR/NAND/NOR                      386                      0.141
buffers and inverters                397                      0.114
AND-OR/OR-AND                        103                     0.0506
flip-flops                            64                     0.0980
worst min-delay path, stage by stage (launching register included):
cell,delay [ps]
dfxtp_1,310
nand2_1,60
a21oi_1,60
No activity file was given, so power comes from the tool's default toggle rates.
